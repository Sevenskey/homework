### design.v
module segment_displays_7 ( clk, reset, min0, min1, sec0, sec1 );
    input clk, reset;
    output [7:0]min0, min1, sec0, sec1;
    wire clk_sec;
    wire [15:0]num;
    dfrequency A0 ( clk, clk_sec );
    counter A1 ( clk_sec, num[15:0], reset );
    trans_code_pattern T0 ( num[3:0], sec0[7:0] );
    trans_code_pattern T1 ( num[7:4], sec1[7:0] );
    trans_code_pattern T2 ( num[11:8], min0[7:0] );
    trans_code_pattern T3 ( num[15:12], min1[7:0] );
endmodule
module dfrequency ( clk, clk_sec );
    input clk;
    output clk_sec;
    reg clk_sec;
    reg [25:0]flag = 26'd0;
    always @ ( posedge clk )
    begin
        if ( flag == 26'd49999999 )
        begin
            flag = 26'd0;
            clk_sec = 1;
        end
        else
        begin
            flag = flag + 1;
            clk_sec = 0;
        end
    end
endmodule
module trans_code_pattern ( before_num, after_num );
    input [3:0]before_num;
    output [7:0]after_num;
    reg [7:0]after_num;
    always @ ( before_num )
    begin
        case ( before_num )
            4'd0 : after_num <= 8'b11000000;
            4'd1 : after_num <= 8'b11111001;
            4'd2 : after_num <= 8'b10100100;
            4'd3 : after_num <= 8'b10110000;
            4'd4 : after_num <= 8'b10011001;
            4'd5 : after_num <= 8'b10010010;
            4'd6 : after_num <= 8'b10000010;
            4'd7 : after_num <= 8'b11111000;
            4'd8 : after_num <= 8'b10000000;
            4'd9 : after_num <= 8'b10010000;
            default : ;
        endcase
    end
endmodule
module n_counter ( clk, nout, cout, reset );
    parameter num = 4'd10;
    input clk, reset;
    output cout;
    output [3:0]nout;
    reg [3:0]nout = 4'd0;
    reg cout = 0;
    always @ ( posedge clk or posedge reset )
    begin
        if ( reset )
            nout = 4'd0;
        else
        begin
            nout = nout + 1;
            if ( nout == num )
            begin
                cout = 1;
                nout = 4'd0;
            end
            else 
                cout = 0;
        end
    end
endmodule
module decimal_counter ( clk, nout, cout, reset );
    input clk, reset;
    output cout;
    output [3:0]nout;
    defparam A0.num = 4'd10;
    n_counter A0 ( clk, nout, cout, reset );
endmodule
module senary_counter ( clk, nout, cout, reset );
    input clk, reset;
    output cout;
    output [3:0]nout;
    defparam A0.num = 4'd6;
    n_counter A0 ( clk, nout, cout, reset );
endmodule
module counter ( clk, out, reset );
    input clk, reset;
    output [15:0]out;
    wire clk1, clk2, clk3, clk4;
    decimal_counter A0 ( clk, out[3:0], clk1, reset );
    senary_counter A1 ( clk1, out[7:4], clk2, reset );
    decimal_counter A2 ( clk2, out[11:8], clk3, reset );
    senary_counter A3 ( clk3, out[15:12], clk4, reset );
endmodule
### config.mk
export PLATFORM = sky130hd
export DESIGN_NAME = segment_displays_7
export DESIGN_NICKNAME = segment_displays_7
export VERILOG_FILES = /design/flow/design.v
export SDC_FILE = /design/flow/constraint.sdc
export NUM_CORES = 4
export LEC_CHECK = 1
export CORE_UTILIZATION = 50
### constraint.sdc
current_design segment_displays_7

set clk_period 5.5
set clk_io_pct 0.2

create_clock -name clk0 -period $clk_period [get_ports {clk}]

set non_clock_inputs [all_inputs -no_clocks]
set_input_delay [expr $clk_period * $clk_io_pct] -clock clk0 $non_clock_inputs
set_output_delay [expr $clk_period * $clk_io_pct] -clock clk0 [all_outputs]
### run.sh
#!/bin/bash
# OpenROAD 26Q1-2900-gdf79404cd8, Yosys 0.63+post, stock flow scripts
make -C /OpenROAD-flow-scripts/flow DESIGN_CONFIG=/design/flow/config.mk WORK_HOME=/design/flow/orfs finish
==> reports/results.txt <==
Crit Path Category: flop to flop
antenna cell count: 0
overall die area: 6750 um2
register clock-pin slew on the reported worst setup and hold paths: 0.09 ns
worst max-slew margin expressed relative to the limit: 45.9%
Design Area, Final: 3540 um2
Hold WS: 0.455 ns
Worst Tran Pin Value: 0.802 ns
accumulated negative setup slack: 0 ns
placed wire-length estimate after detailed placement: 3700 um
commonest cells in the netlist: sky130_fd_sc_hd__nor2_1 (45), sky130_fd_sc_hd__dlxtn_1 (28), sky130_fd_sc_hd__dfxtp_1 (27)
wire length of the first global-routing pass: 8720 um
arrival time worst endpoint: 2.14 ns
WP data required: 5.65 ns
count of instances resized after the clock tree is built: 0
Worst setup SP type: flop
placement-stage worst setup slack: 3.54 ns
Critical R2R Capture: A0.flag[20]
slowest cell on the critical path: sky130_fd_sc_hd__nor3_2
global-route usage over all layers: 16.4%
count of warnings emitted by yosys: 4
maximum VDD drop: 0.000125 V
Netlist Area Pre-Place: 3210 um2
Min Clock Period, post-route: 1.99 ns
capture point of the worst path: A0.flag[20]
post-synth tally of flip-flops with integrated enable: 3
source-to-sink clock delay at the later pin of the worst-skew pair: 0.26 ns
global placer's final weighted congestion: 0.850
max frequency: 503 MHz
remaining design rule violation count: 0
count of unclocked register or latch pins: 47
maximum number of pins on one net before global-route repair: 20
standard-cell row count: 28
Main area contributors: sky130_fd_sc_hd__dfxtp_1 (17%), sky130_fd_sc_hd__dlxtn_1 (13%), sky130_fd_sc_hd__dfrtp_1 (12%)
worst-case register-to-register setup slack: 3.51 ns
# Post-CTS Setup Buffers: 0
Log Warnings: 40
fraction of synthesized cell area taken by the top area cell type: 16.8%
Setup crit end kind: flop
cell type with the largest total area: sky130_fd_sc_hd__dfxtp_1
Leakage Power: 0.00152 uW
total congestion overflow: 0
Period Utilization, post-route: 36.2%
total power per unit cell area: 87.0 nW/um2
antenna violations before repair: 0
IO buf count: 29
largest clock skew in the final design: 0.00187 ns
CP Launch Point: A0.flag[0]
routed length per placed instance: 11.0 um
floorplan core area: 6060 um2
count of pins over their slew limit: 0
fraction of registers with async set/reset: 21.6%
largest fanout of any net on the critical path: 9
via count of the first global-routing pass: 1,998
number of flip-flops and latches in the synthesized netlist: 74
setup repair after global routing missed its margin: no
H-Tree Level Count: 1
CTS Root Buffer Type: sky130_fd_sc_hd__clkbuf_8
via count: 2,359
number of violations of the max-capacitance limit: 0
antenna-violating nets left: 0
number of endpoints with negative hold slack in the final report: 0
Register-to-Register Path Depth: 6
core utilization before placement: 53.0%
sequence of cells on the critical path: ha_1 -> and3_1 -> nand4_1 -> nor3_2 -> buf_4 -> a21oi_1
delay-heaviest family, CP: simple AND/OR/NAND/NOR gates
post-synthesis cell count: 359
Initial DRC Count: 46
I/O pin cnt: 34
Final WS setup: 3.51 ns
Synth Area per Inst: 8.95 um2
fraction of layout cells with a size suffix above 1: 3.49%
count of instantiated cells in the yosys netlist: 359
worst path buffer plus inverter count: 1
TritonCTS clock tree: built
endpoints left unconstrained: 78
yosys synthesis chip area: 3210 um2
worst hold-check path type: flop to flop
average via count per standard cell: 5.27
number of logic stages on the critical path including buffering: 6
distinct cell type count of the synthesized netlist: 50
buffer levels on the longest clock path: 2
core occupancy in the finished layout: 58.3%
Most common reg cell: sky130_fd_sc_hd__dlxtn_1
Die Width: 82.2 um
number of iterations in the first detailed-routing pass: 4
area of placed instances: 3490 um2
CTS buffer count: 3
run status: finished, final reports clean
number of hold buffers added after cts: 0
WL final: 4940 um
layout overhead on the synthesized area: 10.0%
worst reg2reg startpoint: A0.flag[0]
Setup-failing EPs final: 0
height of the die: 82.2 um
most frequent cell after synthesis: sky130_fd_sc_hd__nor2_1
Largest stage delay, worst path: 0.50 ns
## per-layer routing
metal | share of wire, % | track usage (%) | up-vias
li1 | - | - | 1252
met1 | 52 | 25.8 | 1061
met2 | 45 | 26.8 | 42
met3 | 2.4 | 1.00 | 4
met4 | 0.57 | 1.58 | 0
met5 | 0 | 0 | -
## layout by cell type (no fill, tap or decap), types with 4 or more instances in the layout
cell type                         instances
sky130_fd_sc_hd__nor2_1                  45
sky130_fd_sc_hd__clkdlybuf4s50_1         29
sky130_fd_sc_hd__dlxtn_1                 28
sky130_fd_sc_hd__dfxtp_1                 27
sky130_fd_sc_hd__o21ai_0                 23
sky130_fd_sc_hd__nand2_1                 22
sky130_fd_sc_hd__a21oi_1                 20
sky130_fd_sc_hd__ha_1                    19
sky130_fd_sc_hd__dfrtp_1                 16
sky130_fd_sc_hd__inv_1                   16
sky130_fd_sc_hd__xnor2_1                 12
sky130_fd_sc_hd__nand3_1                 12
sky130_fd_sc_hd__xor2_1                   9
sky130_fd_sc_hd__nand4_1                  9
sky130_fd_sc_hd__and2_1                   7
sky130_fd_sc_hd__nor2b_1                  7
sky130_fd_sc_hd__o31ai_1                  6
sky130_fd_sc_hd__nor3b_1                  5
sky130_fd_sc_hd__or3_1                    5
sky130_fd_sc_hd__nor3_1                   4
sky130_fd_sc_hd__and3_1                   4
sky130_fd_sc_hd__and4_1                   4
sky130_fd_sc_hd__or4_1                    4
sky130_fd_sc_hd__conb_1                   4
## kinds of logic (layout without fill, tap and decap cells)
family,Yosys count,in the layout,synth area share [%]
and+or+nand+nor,138,138,22.9
muxes,3,3,0.935
buffers and inverters,39,50,5.76
xor gates and xnor gates,21,21,5.72
AOI/OAI and AO/OA,64,64,12.0
adders and majority gates,19,19,7.40
other,1,4,0.117
latches,28,28,13.1
DFF,46,46,32.1
## final cells by class
class / instances / area [um2]
clock buffers: 4 / 45.0
multi-input cells: 249 / 1590
inverters: 16 / 60.1
fillers: 515 / 2520
repair buffers: 30 / 298
flip-flops and latches: 74 / 1450
well taps: 75 / 93.8
## how the worst min path moves through the flow
| stage | from | end | slack, ns | depth (start not counted) |
|---|---|---|---|---|
| CTS | A0.flag[6] | A0.flag[6] | 0.46 | 1 |
| global route | A0.flag[6] | A0.flag[6] | 0.47 | 1 |
| finish | A0.flag[6] | A0.flag[6] | 0.46 | 1 |
## worst reg2reg max path: cells and delay by family (launching register included)
| kind | cells | cell delay, ns |
|---|---|---|
| adders and majority gates | 1 | 0.20 |
| and+or+nand+nor | 3 | 0.98 |
| AOI/OAI and AO/OA | 1 | 0.05 |
| buffers and inverters | 1 | 0.28 |
| DFF | 1 | 0.37 |
## sequential cells by signal, indices dropped and copies added (netlist names)
name / count
A1.A1.A0.cout: 1
T0.after_num: 7
A0.flag: 26
A1.A1.A0.nout: 4
A0.clk_sec: 1
A1.A3.A0.nout: 4
T2.after_num: 7
A1.A0.A0.nout: 4
T3.after_num: 7
T1.after_num: 7
A1.A2.A0.cout: 1
A1.A0.A0.cout: 1
A1.A2.A0.nout: 4
## report_power, final
| group | leakage (uW) | switching (uW) | total [uW] | internal (uW) |
|---|---|---|---|---|
| Clock | 0.0000228 | 57.3 | 109 | 51.8 |
| Sequential | 0.000683 | 0 | 195 | 195 |
| Combinational | 0.000817 | 2.56 | 3.21 | 0.656 |
## per-stage QoR
stage                     instances  total power [uW]
final                           448               308
after global routing            448               322
after CTS                       448               313
after detailed placement        444               204
after global placement          444               204
after floorplan                 362               204
No activity file was given, so power comes from the tool's default toggle rates.
